$ cat design.v
module button_conditioner (
    input wire clk,
    input wire raw_button,
    output reg conditioned_button,
    output wire conditioned_button_edge
);
    parameter integer DEBOUNCE_THRESHOLD = 50000;
    parameter integer COUNTER_WIDTH = 16;
    reg sync_ff1;
    reg sync_ff2;
    reg debounced_state;
    reg [COUNTER_WIDTH-1:0] debounce_counter;
    reg conditioned_button_prev;
    always @(posedge clk) begin
        sync_ff1 <= raw_button;
        sync_ff2 <= sync_ff1;
    end
    always @(posedge clk) begin
        if (sync_ff2 != debounced_state) begin
            if (debounce_counter < DEBOUNCE_THRESHOLD) begin
                debounce_counter <= debounce_counter + 1;
            end else begin
                debounced_state <= sync_ff2;
                debounce_counter <= 0;
            end
        end else begin
            debounce_counter <= 0;
        end
        conditioned_button <= debounced_state;
    end
    always @(posedge clk) begin
        conditioned_button_prev <= conditioned_button;
    end
    assign conditioned_button_edge = conditioned_button && ~conditioned_button_prev;
endmodule
module digit_to_7seg (
    input [3:0] digit,
    output reg [6:0] seg7
);
    always @(*) begin
        case (digit)
            4'b0000: seg7 = 7'b1000000;  
            4'b0001: seg7 = 7'b1111001;  
            4'b0010: seg7 = 7'b0100100;  
            4'b0011: seg7 = 7'b0110000;  
            4'b0100: seg7 = 7'b0011001;  
            4'b0101: seg7 = 7'b0010010;  
            4'b0110: seg7 = 7'b0000010;  
            4'b0111: seg7 = 7'b1111000;  
            4'b1000: seg7 = 7'b0000000;  
            4'b1001: seg7 = 7'b0010000;  
            default: seg7 = 7'b1111111;  
        endcase
    end
endmodule
module seg7_display (
    input clk,
    input reset,
    input [7:0] number,
    output reg [6:0] seg7,
    output reg [3:0] select
);
    reg[3:0] hundreds, tens, ones;
    wire [6:0] seg_ones, seg_tens, seg_hundreds;
    reg [1:0] mux_counter;
    digit_to_7seg u_ones (
        .digit(ones),
        .seg7(seg_ones)
    );
    digit_to_7seg u_tens (
        .digit(tens),
        .seg7(seg_tens)
    );
    digit_to_7seg u_hundreds (
        .digit(hundreds),
        .seg7(seg_hundreds)
    );
    wire slow_clk;
    clock_divider #(
        .DIV_FACTOR(50_000)
    ) clk_div (
        .reset(reset),
        .clk_in(clk),
        .clk_out(slow_clk)
    );
    always @(*) begin
        hundreds = number / 100;
        tens = (number - hundreds * 100) / 10;
        ones = number - hundreds * 100 - tens * 10;    
    end
    always @(posedge slow_clk or posedge reset) begin
        if (reset) begin
            mux_counter <= 2'b00;
        end else begin
            if (mux_counter == 2'b10) begin
                mux_counter <= 2'b00;
            end else begin
                mux_counter <= mux_counter + 1;
            end
        end
    end
    always @(*) begin
        case (mux_counter) 
            2'b00: begin
                select = ~4'b0001;
                seg7 = seg_ones;
            end
            2'b01: begin
                select = ~4'b0010;
                seg7 = seg_tens;
            end
            2'b10: begin
                select = ~4'b0100;
                seg7 = seg_hundreds;
            end
            default: begin
                select = 4'b1111;
                seg7 = 7'b1111111;
            end
        endcase
    end
endmodule
module bpm_clock #(
    parameter BPM = 120,
    parameter CLOCK_FREQ = 25_000_000  
) (
    input clk,
    input reset,
    input bpm_inc, 
    input bpm_dec,
    output reg [4:0] beats,
    output reg [4:0] beat_triggers,
    output reg [7:0] o_bpm
);
    localparam MIN_BPM = 40;
    localparam MAX_BPM = 200;
    localparam BPM_RANGE_SIZE = MAX_BPM - MIN_BPM + 1;
    localparam QN_WIDTH = $clog2( (CLOCK_FREQ * 60 ) / MIN_BPM );
    localparam EN_WIDTH = $clog2( ((CLOCK_FREQ * 60 ) / MIN_BPM ) / 2);
    localparam SN_WIDTH = $clog2( ((CLOCK_FREQ * 60 ) / MIN_BPM ) / 4);
    reg [QN_WIDTH - 1:0] quarter_cycles_LUT [0:BPM_RANGE_SIZE-1];
    reg [EN_WIDTH - 1:0] eighth_cycles_LUT [0:BPM_RANGE_SIZE-1];
    reg [SN_WIDTH - 1:0] sixteenth_cycles_LUT [0:BPM_RANGE_SIZE-1];
    reg [7:0] bpm_current;
    reg [QN_WIDTH - 1:0] qn_counter;
    reg [EN_WIDTH - 1:0] en_counter;
    reg [SN_WIDTH - 1:0] sn_counter;
    integer i;
    integer qn;
    initial begin
        for ( i = 0; i < BPM_RANGE_SIZE; i = i + 1 ) begin
            qn = (CLOCK_FREQ * 60) / (MIN_BPM + i);
            quarter_cycles_LUT[i] = qn;
            eighth_cycles_LUT[i] = qn / 2;
            sixteenth_cycles_LUT[i] = qn / 4;
        end
        bpm_current = BPM;
    end
    always @(posedge clk or posedge reset) begin
        if(reset) begin
            qn_counter <= 0;
            en_counter <= 0;
            sn_counter <= 0;
            bpm_current <= BPM;
            o_bpm <= 0;
            beats <= 5'b00000;
            beat_triggers <= 5'b00000;
        end else begin
            if (qn_counter < quarter_cycles_LUT[bpm_current - MIN_BPM] - 1) begin
                qn_counter <= qn_counter + 1;
                beat_triggers[0] <= 0;
            end else begin
                qn_counter <= 0;
                beats[0] <= ~beats[0];  
                beat_triggers[0] <= 1;
            end 
            if(en_counter < eighth_cycles_LUT[ bpm_current - MIN_BPM ] - 1) begin
                en_counter <= en_counter + 1;
                beat_triggers[1] <= 0;
            end else begin
                en_counter <= 0;
                beats[1] <= ~beats[1];  
                beat_triggers[1] <= 1;
            end
            if(sn_counter < sixteenth_cycles_LUT[ bpm_current - MIN_BPM ] - 1) begin
                sn_counter <= sn_counter + 1;
                beat_triggers[2] <= 0;
            end else begin
                sn_counter <= 0;
                beats[2] <= ~beats[2];  
                beat_triggers[2] <= 1;
            end 
            if ( bpm_inc  && bpm_current < MAX_BPM ) begin
                bpm_current <= bpm_current + 10;
            end else if( bpm_dec && bpm_current > MIN_BPM ) begin
                bpm_current <= bpm_current - 10;
            end  
            o_bpm <= bpm_current;  
        end
    end
endmodule
module top (
    input wire  clk,
    input wire  rst_n,
    output reg [7:0] led,
    input wire usb_rx,
    output reg usb_tx,
    output reg [23:0 ] io_led,
    output reg [7:0] io_segment,
    output reg [3:0] io_select,
    input wire [4:0] io_button,
    input wire [23:0] io_dip
);
    localparam BTN_INC = 0;
    localparam BTN_DEC = 2;
    reg [7:0] bpm;
    reg [4:0] o_beats;
    reg conditioned_button_edge_inc;
    reg conditioned_button_edge_dec;
    button_conditioner b_inc (
        .clk(clk),
        .raw_button(io_button[BTN_INC]),
        .conditioned_button_edge(conditioned_button_edge_inc)
    );
    button_conditioner b_dec (
        .clk(clk),
        .raw_button(io_button[BTN_DEC]),
        .conditioned_button_edge(conditioned_button_edge_dec)
    );
    bpm_clock beat_clock (
        .clk(clk),
        .reset(~rst_n),
        .bpm_inc(conditioned_button_edge_inc),
        .bpm_dec(conditioned_button_edge_dec),
        .beats(o_beats),
        .o_bpm(bpm)
    );
    wire slow_clk;
    clock_divider #(
        .DIV_FACTOR(50_000)
    ) clk_div (
        .reset(~rst_n),
        .clk_in(clk),
        .clk_out(slow_clk)
    );
    seg7_display u_display (
        .clk(slow_clk),
        .reset(~rst_n),
        .number(bpm),
        .seg7( io_segment[6:0] ),
        .select(io_select)
    );
    always @(*) begin
        usb_tx = usb_rx;
        io_led = 24'h000000;
    end
    assign led[4:0] = o_beats;
    assign led[6] = io_button[BTN_DEC];
    assign led[7] = io_button[BTN_INC];
endmodule
module clock_divider #(
    parameter DIV_FACTOR = 50_000_000
) (
    input   wire    reset,
    input   wire    clk_in,
    output  reg    clk_out
);
    reg [25:0] counter;
    always @(posedge clk_in or posedge reset) begin
        if (reset) begin
            counter <= 0;
            clk_out <= 0;
        end else begin
            counter <= counter + 1;
            if(counter == DIV_FACTOR - 1) begin
                clk_out <= ~clk_out;
                counter <= 0;
            end
        end
    end
endmodule
$ cat run.sh
#!/bin/bash
# OpenROAD 26Q1-2900-gdf79404cd8, Yosys 0.63+post, stock flow scripts
make -C /OpenROAD-flow-scripts/flow DESIGN_CONFIG=/design/flow/config.mk WORK_HOME=/design/flow/orfs finish
$ cat constraint.sdc
current_design top

set clk_period 9.6
set clk_io_pct 0.2

create_clock -name clk0 -period $clk_period [get_ports {clk}]

set non_clock_inputs [all_inputs -no_clocks]
set_input_delay [expr $clk_period * $clk_io_pct] -clock clk0 $non_clock_inputs
set_output_delay [expr $clk_period * $clk_io_pct] -clock clk0 [all_outputs]
$ cat config.mk
export PLATFORM = sky130hd
export DESIGN_NAME = top
export DESIGN_NICKNAME = top
export VERILOG_FILES = /design/flow/design.v
export SDC_FILE = /design/flow/constraint.sdc
export NUM_CORES = 4
export LEC_CHECK = 1
export CORE_UTILIZATION = 40
export SYNTH_MEMORY_MAX_BITS = 65536
==> metrics.csv <==
metric,value,unit
transition_time_of_the_tightest_slew_check_pin,0.858,ns
category_of_the_most_critical_setup_path,reg -> out,
arrival,7.34,ns
cts.path.max_buffers,2,
die_h,201,um
clk_pin_slew_worst_paths,0.07,ns
syn-mean-instance-area,8.19,um2
synth-seq-cells,190,
yosys_warnings,11,
run_status,"finished, final reports clean",
finalWorstSetupSlack,0.337,ns
grt_antenna_before_repair,0,
met3_wirelength,3090,um
routed_via_density,5.62,
totalNegativeSetupSlack,0,ns
synthArstFlopShare,0.779,
post-place-ws,0.444,ns
synthToLayoutAreaGrowth,8.88,%
routed_length_on_met2,17400,um
grt_max_degree,65,
layout_worst_path_cycle_share,0.965,
gr-usage-all-layers,0.214,
i_o_pin_total,77,
placement.io_buffers,18,
grt-ovfl-total,0,
highest_count_logic_cell_in_the_final_layout,sky130_fd_sc_hd__nor2_1,
worstSkewPairLatency,0.44,ns
finalWirelength,41400,um
routabilityCongestion,0.985,
detail-route-antenna-nets,0,
floorplan.rows,72,
unclocked_regs,29,
number_of_global_route_vias_before_repair,12800,
insertedDiodeCount,0,
fin_worst_skew,0.0142,ns
untimed_endpoints,32,
fp_util,0.407,
place.detailed.hpwl,29900,um
yosys.cell_types.count,99,
maxCapViolCount,0,
cts_made_buffers,17,
htree_num_levels,4,
global_route_wire_length_before_repair,68800,um
die_w,201,um
synth_cell_area,15800,um2
critical_path.max_fanout,12,
chip_area,40300,um2
tool_warnings,84,
timing.critical_path.required,7.68,ns
yosys_most_used_dff,sky130_fd_sc_hd__dfrtp_1,
drt-met1-wl,19700,um
layout.filler_cells,3704,
maxSlewViolCount,0,
worst_setup_path_start_kind,flop,
worst_hold_path_type,reg -> reg,
detail_route.first_pass.iterations,7,
grt_setup_unrepaired,false,
routed.top_layer,met4,
yosys_cells,1928,
drt-wirelength-per-cell,17.0,um
via_count,13700,
finalNonFillerCells,2442,
finalWorstPathRequiredPeriod,9.26,ns
end_kind,primary output,
post_route_cells_drive_above_1_share,0.0676,
max_freq,108,MHz
most-common-layout-cells,"266 x sky130_fd_sc_hd__nor2_1, 166 x sky130_fd_sc_hd__nand2_1, 143 x sky130_fd_sc_hd__dfrtp_1",
worst_slew_margin_rel,0.413,
drt_iter0_markers,1349,
seq_area_frac_synth,0.289,
drc_violations_left,0,
numPlacedInstances,2409,
number_of_enable_flip_flop_cells,2,
cts_hold_repair.buffers,0,
post_synth_inst_count,1928,
timing.final.hold_violations,0,
final-setup-viol-count,0,
core,38800,um2
yosys.stat.chipArea,15800,um2
cts_tree,built,
cts-root-buf,sky130_fd_sc_hd__clkbuf_16,
## final timing paths
| path | slack [ns] | start | cells after the start | to |
|---|---|---|---|---|
| max | 0.34 | beat_clock.o_bpm[4]$_DFF_PN0_ | 27 | io_segment[4] |
| min | 0.33 | b_dec.sync_ff1$_DFF_P_ | 0 | b_dec.sync_ff2$_DFF_P_ |
| max reg2reg | 2.16 | beat_clock.bpm_current[2]$_DFFE_PN0P_ | 27 | beat_clock.beats[1]$_DFFE_PN0N_ |
| min reg2reg | 0.33 | b_dec.sync_ff1$_DFF_P_ | 0 | b_dec.sync_ff2$_DFF_P_ |
| max in group asynchronous | 7.06 | rst_n | 2 | beat_clock.o_bpm[4]$_DFF_PN0_ |
| min in group asynchronous | 1.47 | rst_n | 1 | beat_clock.sn_counter[15]$_DFF_PN0_ |
## flip-flops by register name, summed over array words and instances (netlist names)
| signal | flops |
|---|---|
| beat_clock.qn_counter | 26 |
| clk_div.counter | 26 |
| u_display.clk_div.counter | 26 |
| beat_clock.en_counter | 25 |
| beat_clock.sn_counter | 24 |
| b_dec.debounce_counter | 16 |
| b_inc.debounce_counter | 16 |
| beat_clock.bpm_current | 7 |
| beat_clock.o_bpm | 7 |
| beat_clock.beats | 3 |
| u_display.mux_counter | 2 |
| b_dec.conditioned_button | 1 |
| b_dec.conditioned_button_prev | 1 |
| b_dec.debounced_state | 1 |
| b_dec.sync_ff1 | 1 |
| b_dec.sync_ff2 | 1 |
| b_inc.conditioned_button | 1 |
| b_inc.conditioned_button_prev | 1 |
| b_inc.debounced_state | 1 |
| b_inc.sync_ff1 | 1 |
| b_inc.sync_ff2 | 1 |
| clk_div.clk_out | 1 |
| u_display.clk_div.clk_out | 1 |
## routing by layer
layer / track usage / vias to the layer above
li1: - / 6752
met1: 0.340 / 6431
met2: 0.307 / 465
met3: 0.0383 / 69
met4: 0.0551 / 0
met5: 0 / -
## layout make-up
cell class	instances	area [um2]	share of cell area
multi-input combinational	1594	10700	0.621
timing repair buffer	54	452	0.0263
clock inverter	14	215	0.0125
inverter	54	203	0.0118
sequential	190	4570	0.266
tap	518	648	0.0377
clock buffer	18	439	0.0255
## cell usage after synthesis (32+ instances only)
cell type / count / share of area
sky130_fd_sc_hd__a21o_1: 45 / 0.021
sky130_fd_sc_hd__a21oi_1: 89 / 0.028
sky130_fd_sc_hd__and3_1: 35 / 0.014
sky130_fd_sc_hd__buf_4: 33 / 0.016
sky130_fd_sc_hd__clkbuf_1: 59 / 0.014
sky130_fd_sc_hd__dfrtp_1: 144 / 0.23
sky130_fd_sc_hd__dfxtp_1: 40 / 0.051
sky130_fd_sc_hd__ha_1: 133 / 0.11
sky130_fd_sc_hd__inv_1: 50 / 0.012
sky130_fd_sc_hd__nand2_1: 166 / 0.039
sky130_fd_sc_hd__nand3_1: 95 / 0.030
sky130_fd_sc_hd__nand4_1: 39 / 0.015
sky130_fd_sc_hd__nor2_1: 266 / 0.063
sky130_fd_sc_hd__nor2b_1: 32 / 0.013
sky130_fd_sc_hd__nor3_1: 52 / 0.016
sky130_fd_sc_hd__o21ai_0: 79 / 0.025
sky130_fd_sc_hd__xnor2_1: 122 / 0.068
sky130_fd_sc_hd__xor2_1: 99 / 0.055
## per-stage QoR
stage / hold slack (ns) / utilization / cell area (um2)
after floorplan: 0.310 / - / 15900
after global placement: 0.314 / 0.424 / 16400
after detailed placement: 0.313 / 0.424 / 16400
after CTS: 0.331 / 0.441 / 17100
after global routing: 0.347 / 0.443 / 17200
final: 0.330 / 0.443 / 17200
## repair_timing
item | CTS | global route
buffers inserted | 0 | 1
endpoints found under the setup margin | 3 | 7
endpoints found under the hold margin | 0 | 0
gates resized | 2 | 16
pin swaps | 0 | 1
## cells by family after synthesis
logic type	count (synthesis)	share of synthesized area
other cells	2	0.000475
xor+xnor	223	0.125
buf+inv	171	0.0506
simple gates	786	0.236
fa+ha+maj	139	0.113
compound gates	400	0.171
flops	190	0.289
mux	17	0.0150
## critical path, stage by stage (launching register included)
cell	delay [ns]
sky130_fd_sc_hd__dfrtp_2	0.50
sky130_fd_sc_hd__o31a_4	0.36
sky130_fd_sc_hd__ha_1	0.28
sky130_fd_sc_hd__nor2b_2	0.17
sky130_fd_sc_hd__nand2_1	0.09
sky130_fd_sc_hd__and2_1	0.20
sky130_fd_sc_hd__inv_1	0.10
sky130_fd_sc_hd__ha_1	0.26
sky130_fd_sc_hd__ha_4	0.36
sky130_fd_sc_hd__nor2_1	0.08
sky130_fd_sc_hd__a32o_1	0.23
sky130_fd_sc_hd__or3_4	0.45
sky130_fd_sc_hd__or4_1	0.47
sky130_fd_sc_hd__o311ai_0	0.11
sky130_fd_sc_hd__o211ai_1	0.27
sky130_fd_sc_hd__a32oi_2	0.25
sky130_fd_sc_hd__ha_1	0.16
sky130_fd_sc_hd__nand2_1	0.07
sky130_fd_sc_hd__a21oi_1	0.14
sky130_fd_sc_hd__a211oi_1	0.06
sky130_fd_sc_hd__a211o_1	0.26
sky130_fd_sc_hd__ha_1	0.20
sky130_fd_sc_hd__fa_1	0.60
sky130_fd_sc_hd__nor3b_1	0.07
sky130_fd_sc_hd__or2_2	0.28
sky130_fd_sc_hd__and2_1	0.16
sky130_fd_sc_hd__a311o_1	0.33
sky130_fd_sc_hd__clkdlybuf4s50_1	0.41
