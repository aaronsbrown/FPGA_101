==> design/flow/run.sh <==
#!/bin/bash
# OpenROAD 26Q1-2900-gdf79404cd8, Yosys 0.63+post, stock flow scripts
make -C /OpenROAD-flow-scripts/flow DESIGN_CONFIG=/design/flow/config.mk WORK_HOME=/design/flow/orfs finish
==> design/flow/config.mk <==
export PLATFORM = sky130hd
export DESIGN_NAME = midi_uart_rx
export DESIGN_NICKNAME = midi_uart_rx
export VERILOG_FILES = /design/flow/design.v
export SDC_FILE = /design/flow/constraint.sdc
export NUM_CORES = 4
export LEC_CHECK = 1
export CORE_UTILIZATION = 40
==> design/flow/constraint.sdc <==
current_design midi_uart_rx

set clk_period 6.1
set clk_io_pct 0.2

create_clock -name clk0 -period $clk_period [get_ports {clk}]

set non_clock_inputs [all_inputs -no_clocks]
set_input_delay [expr $clk_period * $clk_io_pct] -clock clk0 $non_clock_inputs
set_output_delay [expr $clk_period * $clk_io_pct] -clock clk0 [all_outputs]
==> design/flow/design.v <==
module midi_uart_rx #(
    parameter CLK_FREQ = 100_000_000,   
    parameter BAUD_RATE = 115200        
) (
    input  wire clk,
    input  wire reset,      
    input  wire rx,         
    output reg  [7:0] data_out,
    output reg  valid       
);
    localparam integer CLKS_PER_BIT = CLK_FREQ / BAUD_RATE;
    localparam IDLE       = 3'd0;
    localparam START_BIT  = 3'd1;
    localparam DATA_BITS  = 3'd2;
    localparam STOP_BIT   = 3'd3;
    reg [2:0]  state       = IDLE;
    reg [3:0]  bit_index   = 0;        
    reg [15:0] clk_count   = 0;        
    reg [7:0]  rx_shiftreg = 0;        
    always @(posedge clk or posedge reset) begin
        if (reset) begin
            state       <= IDLE;
            bit_index   <= 0;
            clk_count   <= 0;
            data_out    <= 8'b0;
            valid       <= 0;
            rx_shiftreg <= 8'b0;
        end else begin
            valid <= 0;  
            case (state)
                IDLE: begin
                    if (rx == 0) begin
                        state     <= START_BIT;
                        clk_count <= 0;
                    end
                end
                START_BIT: begin
                    if (clk_count == (CLKS_PER_BIT - 1)/2) begin
                        if (rx == 0) begin
                            state     <= DATA_BITS;
                            bit_index <= 0;
                        end else begin
                            state <= IDLE;
                        end
                        clk_count <= 0;
                    end else begin
                        clk_count <= clk_count + 1;
                    end
                end
                DATA_BITS: begin
                    if (clk_count == CLKS_PER_BIT - 1) begin
                        rx_shiftreg[bit_index] <= rx;
                        clk_count <= 0;
                        if (bit_index == 7) begin
                            state <= STOP_BIT;
                        end else begin
                            bit_index <= bit_index + 1;
                        end
                    end else begin
                        clk_count <= clk_count + 1;
                    end
                end
                STOP_BIT: begin
                    if (clk_count == CLKS_PER_BIT - 1) begin
                        state <= IDLE;
                        clk_count <= 0;
                        data_out <= rx_shiftreg;
                        valid <= 1;   
                    end else begin
                        clk_count <= clk_count + 1;
                    end
                end
            endcase
        end
    end
endmodule
==> flow_summary.ini <==
; implementation run metrics
[place]
io_buffers = 11
place_congestion = 0.782
placed_area_um2 = 2410
placed_cells = 294
dp_hpwl_um = 2850
pre_cts_ws_ns = 3.50

[layout]
drive_gt1_share_pct = 15.2
fin_util_pct = 46.1
area_growth_syn_to_layout_pct = 11.2
final_area_um2 = 2520
instances_no_fill = 302

[worst_setup_path]
max_stage_delay_ns = 0.47
end_kind = primary output
critPathTopFamily = buffers and inverters
crit_path_start_kind = flop
cp_slowest_cell = clkdlybuf4s50_1
worst_ep_required_time_ns = 4.88
path_max_fanout = 2
cp.arrival_ns = 1.11
setup.worst_path.class = flop to primary output
crit_chain = clkdlybuf4s50_1
path_buffers = 1

[synth]
flop_cell = dfrtp_1
yosysCellCount = 218
syn_inst = 218
postSynthAreaPerCell_um2 = 10.4
synth_dominant_cell_count = dfrtp_1
async_flop_share_pct = 100
netlist_top_cells_count = 39 x dfrtp_1, 24 x nand2_1, 12 x nor2_1, 11 x a21oi_1, 11 x inv_1
ys_warn_count = 1
topCombFamilyByArea = simple AND/OR/NAND/NOR gates
synthAoiAreaFrac_pct = 15.2
top_area_cell = dfrtp_1
top_cells_by_area = dfrtp_1 43%, mux2_4 5.3%, ha_1 4.4%, nand2_1 4.0%, a21oi_1 2.4%
ys_seq_elements = 39
yosys-stat-area_um2 = 2270
ys_sh_adder_pct = 4.41
simple_gate_area_share_pct = 23.8
top_cell_area_share_pct = 43.0
postSynthSeqShare_pct = 43.0
mappedNetlistArea_um2 = 2270
synthXorXnorAreaFrac_pct = 1.16
synthDistinctLibCells = 51
synth-edff-count = 0
muxShareOfSynthArea_pct = 7.72

[routing]
viasPerCell = 5.35
antenna_cells = 0
drt_iter0_drc = 49
wl_per_cell_um = 13.9
drc_errors = 0
ant_nets = 0
drt_wl_total_um = 4210
via_count = 1617
dr.pass1.iters = 4

[clock_tree]
post_cts_buffers = 0
clock_sinks = 39
cts-root-buf = clkbuf_8
clk_latency_ns = 0.29
cts_tree = yes
numCtsBuffers = 5
htree_levels = 2
cts_max_path_buffers = 2
cts.reportedPaths.clkPinSlew_ns = 0.08
cts_resized = 0
holdBufCountCts = 0

[floorplanning]
fp_util_pct = 41.5
row_count = 27
design.portCount = 12
die_w_um = 77.3
die-height_um = 77.3
fp.dieArea_um2 = 5980
core_um2 = 5470

[grt]
grt_overflow = 0
first_global_vias = 1579
grt_max_degree = 40
grt_usage_pct = 15.6
antenna_found_initial = 0
grt_pass1_wl_um = 7350

[sta]
finalSetupViolations = 0
min_period_ns = 2.33
worst_slew_pin_slew_ns = 0.683
finalHoldViolCount = 0
clock_skew_ns = 0.00912
finalCritPeriodShare_pct = 38.2
worst_slack_ns = 3.77
tns_ns = 0
relSlewSlack_pct = 54.1
grt_setup_unrepaired = false
fmax_mhz = 429
final_max_slew_viol_count = 0
hold_ws_ns = 0.495

[run_status]
status = completed

[run]
warning_count = 31
cap_violations = 0

[pwr]
power_density_nw_per_um2 = 191
vdd_drop_max_uv = 136
report.power.total_uw = 483
leakage_nw = 1.14

[worst_hold_path]
hold_class = flop to flop
## final timing paths
kind                                 from  cells after the start  slack, ns             end
max in group asynchronous           reset                      3       4.40    clk_count[0]
max                           data_out[0]                      1       3.77     data_out[0]
min                        rx_shiftreg[1]                      1       0.50  rx_shiftreg[1]
min in group asynchronous           reset                      3       1.36           valid
min reg2reg                rx_shiftreg[1]                      1       0.50  rx_shiftreg[1]
max reg2reg                  clk_count[1]                      7       3.95   clk_count[12]
## flip-flops by register name (all words and copies together), names as in the netlist, named ones only
register	flops
clk_count	16
state	1
bit_index	4
valid	1
rx_shiftreg	8
data_out	8
## cells by family (layout without fill, tap and decap cells)
group,count (synthesis),in the layout
xor gates and xnor gates,3,3
muxes,13,13
DFF,39,39
adders and majority gates,8,8
AOI/OAI and AO/OA,47,47
buffers and inverters,19,31
and+or+nand+nor,89,89
## layout make-up
type / count / area (µm²)
clock inverters: 3 / 43.8
clock buffers: 5 / 68.8
flip-flops and latches: 39 / 976
fillers: 516 / 2950
multi-input cells: 160 / 1190
well taps: 72 / 90.1
inverters: 11 / 41.3
repair buffers: 12 / 118
## placed cells by master, fill, tap and decap left out, types with 2 or more instances in the layout
cell,instances
a21o_1,2
a21oi_1,11
a22o_1,6
a31oi_1,8
a32o_1,2
a41oi_1,3
and2_1,2
and3_1,4
and4_1,2
clkbuf_8,5
clkdlybuf4s50_1,11
dfrtp_1,39
ha_1,8
inv_1,11
mux2_2,4
mux2_4,8
nand2_1,24
nand2b_1,4
nand3_1,9
nand4_1,6
nor2_1,12
nor2b_1,3
nor3_1,4
nor4_4,2
o21ai_0,8
or3_1,4
xor2_1,2
## where the power goes
group,total [mW],internal (mW),switching (mW)
registers,0.259,0.259,0.000425
logic,0.00914,0.00257,0.00657
clock network,0.215,0.122,0.0930
total,0.483,0.383,0.100
## metal layers
metal  global-route usage [%]  part of all wire, %
met1                     22.7                   49
met2                     25.8                   47
met3                     3.02                  3.4
met4                     1.70                  1.2
met5                        0                    0
Power figures rest on the tool's default switching activity, not on a simulated workload.
