<file path="flow/design.v">
module bpm_pulse_generator_static #(
    parameter BPM = 120,
    parameter CLOCK_FREQ = 100_000_000
) (
    input wire clk,
    input wire reset,
    output reg [4:0] beats
);
    localparam integer QUARTER_NOTE_CYCLES = (CLOCK_FREQ * 60) / BPM; 
    localparam integer WHOLE_NOTE_CYCLES = QUARTER_NOTE_CYCLES * 4;
    localparam integer HALF_NOTE_CYCLES = QUARTER_NOTE_CYCLES * 2;
    localparam integer EIGHTH_NOTE_CYCLES = QUARTER_NOTE_CYCLES / 2;
    localparam integer SIXTEENTH_NOTE_CYCLES = QUARTER_NOTE_CYCLES / 4;
    localparam  WN_WIDTH = $clog2(WHOLE_NOTE_CYCLES);
    reg [WN_WIDTH-1:0] whole_note_counter ;
    localparam  HN_WIDTH = $clog2(HALF_NOTE_CYCLES);
    reg [HN_WIDTH-1:0] half_note_counter;
    localparam  QN_WIDTH = $clog2(QUARTER_NOTE_CYCLES);
    reg [QN_WIDTH-1:0] quarter_note_counter;
    localparam  EN_WIDTH = $clog2(EIGHTH_NOTE_CYCLES);
    reg [EN_WIDTH-1:0] eighth_note_counter;
    localparam  SN_WIDTH = $clog2(SIXTEENTH_NOTE_CYCLES);
    reg [SN_WIDTH-1:0] sixteenth_note_counter;
    always @(posedge clk or posedge reset) begin
        if(reset) begin
            whole_note_counter <= 0;
            half_note_counter <= 0;
            quarter_note_counter <= 0;
            eighth_note_counter <= 0;
            sixteenth_note_counter <= 0;
            beats <= 5'b00000;
        end else begin
          if (whole_note_counter == WHOLE_NOTE_CYCLES - 1 ) begin
                whole_note_counter <= 0;
                beats[0] <= ~beats[0];
            end else begin
                whole_note_counter <= whole_note_counter + 1;
            end
            if (half_note_counter == HALF_NOTE_CYCLES - 1 ) begin
                half_note_counter <= 0;
                beats[1] <= ~beats[1];
            end else begin
                half_note_counter <= half_note_counter + 1;
            end 
            if (quarter_note_counter == QUARTER_NOTE_CYCLES - 1 ) begin
                quarter_note_counter <= 0;
                beats[2] <= ~beats[2];
            end else begin
                quarter_note_counter <= quarter_note_counter + 1;
            end
            if (eighth_note_counter == EIGHTH_NOTE_CYCLES - 1 ) begin
                eighth_note_counter <= 0;
                beats[3] <= ~beats[3];
            end else begin
                eighth_note_counter <= eighth_note_counter + 1;
            end
            if (sixteenth_note_counter == SIXTEENTH_NOTE_CYCLES - 1 ) begin
                sixteenth_note_counter <= 0;
                beats[4] <= ~beats[4];
            end else begin
                sixteenth_note_counter <= sixteenth_note_counter + 1;
            end           
         end
    end
endmodule
</file>
<file path="flow/config.mk">
export PLATFORM = sky130hd
export DESIGN_NAME = bpm_pulse_generator_static
export DESIGN_NICKNAME = bpm_pulse_generator_static
export VERILOG_FILES = /design/flow/design.v
export SDC_FILE = /design/flow/constraint.sdc
export NUM_CORES = 4
export LEC_CHECK = 1
export CORE_UTILIZATION = 50
</file>
<file path="flow/run.sh">
#!/bin/bash
# OpenROAD 26Q1-2900-gdf79404cd8, Yosys 0.63+post, stock flow scripts
make -C /OpenROAD-flow-scripts/flow DESIGN_CONFIG=/design/flow/config.mk WORK_HOME=/design/flow/orfs finish
</file>
<file path="flow/constraint.sdc">
current_design bpm_pulse_generator_static

set clk_period 3.4
set clk_io_pct 0.2

create_clock -name clk0 -period $clk_period [get_ports {clk}]

set non_clock_inputs [all_inputs -no_clocks]
set_input_delay [expr $clk_period * $clk_io_pct] -clock clk0 $non_clock_inputs
set_output_delay [expr $clk_period * $clk_io_pct] -clock clk0 [all_outputs]
</file>
==> metrics.csv <==
stage;metric;value;unit
yosys;Synth top area share;52.6;%
die;die footprint;12300;µm²
critical_path;Data arrival, critical path;2.62;ns
clock_tree;CTS Root Buffer Type;clkbuf_16;
grt;first-pass GRT wire length;19000;µm
timing;setup TNS;0;ns
die;Die Ht;111;µm
timing;RSZ-0062 raised after global routing;false;
detailed_routing;1st-pass router iterations;5;
power_and_ir_drop;Leakage Power;3.08;nW
grt;total track usage;19.5;%
job;maxcap violations;0;
clock_tree;CTS Buf Count;17;
clock_tree;cts repair resizes;0;
timing;Achievable Freq;430;MHz
critical_path;startpoint types;register;
critical_path;WP depth;6;
critical_path;Worst Path Buf+Inv;0;
grt;initial antenna violation count;0;
detailed_routing;DR vias/cell;5.40;
critical_path;CP cell instances;ha_1 -> nor3b_1 -> nand4_1 -> nor4_4 -> o21ai_0 -> a21o_1;
yosys;Avg Cell Area, Syn;10.3;µm²
die;# rows;39;
yosys;Top FF cell, synth;dfrtp_1;
clock_tree;setup repair bufs after CTS;0;
clock_tree;Max Buffers Root-to-Sink;2;
power_and_ir_drop;pwr dens;503;nW/µm²
yosys;# Cells Yosys;577;
critical_path;cell family with most CP delay;simple AND/OR/NAND/NOR gates;
hold_path;Worst Hold Path Cells;1;
yosys;Syn. warnings;1;
yosys;Post-synth EDFFs;0;
yosys;Post-Syn Instances;577;
yosys;Mapped Area;5950;µm²
timing;number of setup violations in the final report;0;
die;Placeable Area;11500;µm²
yosys;Seq/Total Area, Yosys;52.6;%
die;num ports;7;
detailed_routing;n_diodes;0;
critical_path;Crit. End Element;register;
detailed_routing;via count;4061;
placement;Port Buf Inserts;6;
timing;final hold vios;0;
clock_tree;clock transition at the registers of the reported paths;0.05;ns
timing;Slew Viols, Final;0;
yosys;most common cell in the synthesized netlist;dfrtp_1;
placement;gpl congestion;0.835;
die;Initial Utilization;51.6;%
yosys;cell taking the most area after synthesis;dfrtp_1;
hold_path;Worst Hold Class;reg2reg;
grt;vias in the first global route;4055;
detailed_routing;DRC Markers;0;
critical_path;Critical Path Fanout Max;17;
timing;max_slew headroom;40.2;%
detailed_routing;final WL;10500;µm
critical_path;Setup CP Type;reg2reg;
cells_and_area;fraction of final layout cells sized beyond drive strength 1;7.22;%
clock_tree;hold buffers post-CTS;0;
yosys;Synth cell types;38;
timing;pin slew with the least headroom to its limit;0.889;ns
critical_path;R2R depth;6;
timing;clk_skew;0.00672;ns
grt;GRT overflow;0;
timing;final worst path period share;68.4;%
die;die width;111;µm
critical_path;slowest stage cell, crit path;nor4_4;
power_and_ir_drop;VDD IR-drop max;436;µV
yosys;#FFs+latches synth;125;
yosys;most instantiated cells after synthesis;125 x dfrtp_1, 84 x nor2_1, 51 x xor2_1;
clock_tree;CTS tree;built;
clock_tree;htree depth;4;
critical_path;CP peak stage delay;0.81;ns
yosys;Post-synth ARST share;100;%
cells_and_area;Area Growth Syn to Fin;14.8;%
yosys;Yosys chip area;5950;µm²
clock_tree;Late-Pin Clk Latency;0.41;ns
clock_tree;Clock Sinks;125;
timing;Tmin final;2.32;ns
detailed_routing;Final ANT Viol Nets;0;
placement;DP HPWL;6670;µm
yosys;Top area cell types;dfrtp_1 53%, xor2_1 7.5%, xnor2_1 6.2%, nor2_1 5.3%, nand3_1 4.2%;
detailed_routing;wire length per cell;14.0;µm
timing;WHS;0.462;ns
job;tool warnings;29;
critical_path;CP Data Required Time;3.70;ns
run_status;run status;finished clean;
detailed_routing;initial DRC count;277;
grt;largest net degree at the start of global routing;71;
## sequential cells by signal, summed over array words and instances (netlist names)
name / count
beats: 5
whole_note_counter: 26
quarter_note_counter: 24
half_note_counter: 25
sixteenth_note_counter: 22
eighth_note_counter: 23
## final timing paths
check / start / to / slack (ns)
hold / removal: beats[3]$_DFFE_PP0N_ / beats[3]$_DFFE_PP0N_ / 0.46
min in group asynchronous: reset / quarter_note_counter[17]$_DFF_PP0_ / 0.61
max in group asynchronous: reset / whole_note_counter[13]$_DFF_PP0_ / 1.96
setup reg to reg: whole_note_counter[0]$_DFF_PP0_ / whole_note_counter[5]$_DFF_PP0_ / 1.08
setup / recovery: whole_note_counter[0]$_DFF_PP0_ / whole_note_counter[5]$_DFF_PP0_ / 1.08
hold reg to reg: beats[3]$_DFFE_PP0N_ / beats[3]$_DFFE_PP0N_ / 0.46
## placed cells by master, fill, tap and decap left out, types with 3 or more instances in the layout
master	instances
nand4_1	34
nor4bb_1	3
nor3_1	8
nand2_1	48
dfrtp_1	125
ha_1	9
xnor2_1	42
nor3b_1	3
inv_1	13
clkbuf_8	5
and3_1	13
clkbuf_16	17
buf_4	4
nor4_1	9
o21ai_0	18
and4_1	8
clkbuf_1	3
nor2_1	84
bufinv_16	4
nand3_1	50
xor2_1	51
mux2i_1	3
nor4b_1	6
nor4_4	3
clkdlybuf4s50_1	6
nand3b_1	13
a21o_1	4
## per-layer routing
layer,up-vias,wire [µm],GRT usage (%)
met5,-,0,0
met4,0,88,1.89
met3,6,340,4.24
met2,44,4590,28.5
met1,1957,5470,33.0
li1,2054,-,-
## cell families after synthesis
family	after synthesis	share of synthesized area [%]
xor gates and xnor gates	93	13.7
and+or+nand+nor	298	27.0
AOI/OAI and AO/OA	24	2.36
adders and majority gates	9	1.89
buffers and inverters	24	1.70
muxes	4	0.694
DFF	125	52.6
## worst reg2reg max path: stages, from the launching register on
cell and delay, ns:
dfrtp_1 0.39, ha_1 0.21, nor3b_1 0.20, nand4_1 0.16, nor4_4 0.81, o21ai_0 0.22, a21o_1 0.21
## stage by stage
step / setup slack, ns / power (mW) / cells / utilization (%) / instance area [µm²]
detailed placement: 1.06 / 1.55 / 721 / 53.7 / 6190
global route: 0.836 / 3.55 / 752 / 59.3 / 6830
finish: 1.08 / 3.44 / 752 / 59.3 / 6830
global placement: 1.13 / 1.55 / 721 / 53.7 / 6190
floorplan: 1.18 / 1.54 / 577 / - / 5950
CTS: 1.03 / 3.48 / 752 / 59.3 / 6830
## power breakdown
group | internal (mW) | total [mW] | switching [mW]
Combinational | 0.00435 | 0.0329 | 0.0285
Sequential | 1.49 | 1.49 | 0
Clock | 1.32 | 1.91 | 0.595
Total | 2.81 | 3.44 | 0.624
## final cells by class
| type | instances | area (µm²) |
|---|---|---|
| fill | 921 | 4690 |
| sequential | 125 | 3130 |
| multi-input combinational | 428 | 2720 |
| clock buffer | 25 | 505 |
| tap | 143 | 179 |
| clock inverter | 6 | 130 |
| timing repair buffer | 11 | 110 |
| inverter | 14 | 56.3 |
Power and IR drop assume default switching activity.
